File: design/flow/design.v
module forwarding_unit(
    input wire [4:0] ID_EX_Rs1,          
    input wire [4:0] ID_EX_Rs2,          
    input wire [4:0] EX_MEM_Rd,          
    input wire [4:0] MEM_WB_Rd,          
    input wire       EX_MEM_RegWrite,    
    input wire       MEM_WB_RegWrite,    
    output reg [1:0] ForwardA,           
    output reg [1:0] ForwardB            
);
always @(*) begin
    ForwardA = 2'b00;
    ForwardB = 2'b00;
    if (EX_MEM_RegWrite &&
        (EX_MEM_Rd != 0) &&
        (EX_MEM_Rd == ID_EX_Rs1)) begin
        ForwardA = 2'b10;
    end
    else if (MEM_WB_RegWrite &&
             (MEM_WB_Rd != 0) &&
             !(EX_MEM_RegWrite && (EX_MEM_Rd != 0) && (EX_MEM_Rd == ID_EX_Rs1)) &&
             (MEM_WB_Rd == ID_EX_Rs1)) begin
        ForwardA = 2'b01;
    end
    if (EX_MEM_RegWrite &&
        (EX_MEM_Rd != 0) &&
        (EX_MEM_Rd == ID_EX_Rs2)) begin
        ForwardB = 2'b10;
    end
    else if (MEM_WB_RegWrite &&
             (MEM_WB_Rd != 0) &&
             !(EX_MEM_RegWrite && (EX_MEM_Rd != 0) && (EX_MEM_Rd == ID_EX_Rs2)) &&
             (MEM_WB_Rd == ID_EX_Rs2)) begin
        ForwardB = 2'b01;
    end
end
endmodule
File: design/flow/run.sh
#!/bin/bash
# OpenROAD 26Q1-2900-gdf79404cd8, Yosys 0.63+post, stock flow scripts
make -C /OpenROAD-flow-scripts/flow DESIGN_CONFIG=/design/flow/config.mk WORK_HOME=/design/flow/orfs finish
File: design/flow/config.mk
export PLATFORM = sky130hd
export DESIGN_NAME = forwarding_unit
export DESIGN_NICKNAME = forwarding_unit
export VERILOG_FILES = /design/flow/design.v
export SDC_FILE = /design/flow/constraint.sdc
export NUM_CORES = 4
export LEC_CHECK = 1
export CORE_AREA = 10 10 70 70
export DIE_AREA = 0 0 80 80
File: design/flow/constraint.sdc
current_design forwarding_unit

set clk_period 3.0
set clk_io_pct 0.2

create_clock -name clk0 -period $clk_period

set non_clock_inputs [all_inputs -no_clocks]
set_input_delay [expr $clk_period * $clk_io_pct] -clock clk0 $non_clock_inputs
set_output_delay [expr $clk_period * $clk_io_pct] -clock clk0 [all_outputs]
==> qor.csv <==
stage,metric,value,unit
yosys,top_cell,xnor2_1,
yosys,postSynthSeqShare,0,%
flow_run,maxCapViolCount,0,
finish,nFillCells,377,
setup_path,cp-end-kind,output port,
power,switchingPower,0.0000271,W
final_timing,whs,1970,ps
power,ir_drop,0.0137,mV
detailed_routing,n_antenna_cell,0,
detailed_routing,wl_per_cell,10.5,µm
finish,clockBufferCount,0,
setup_path,cp.required,2400,ps
detailed_routing,num_vias,347,
power,seqPwrFrac,0,%
power,power_frac_clock,0,%
die,row_count,21,
yosys,syn_area_per_cell,7.58,µm²
setup_path,start_kind,input pin,
min_path,hold_path.startpoint,MEM_WB_RegWrite,
setup_path,cp.arrival,2360,ps
setup_path,worstPathMaxFanout,2,
clock_tree,cts_setup_buffers,0,
die,core,3420,µm²
flow_run,warnings,33,
detailed_routing,wl,1170,µm
min_path,hold_path_end,ForwardA[0],
global_route,grt_pass1_vias,417,
yosys,ys_types,9,
placed_design,dpl.hpwl,1070,µm
die,dieArea,6400,µm²
final_timing,min_period,2960,ps
finish,flops,0,
yosys,yosys-top-cells-area,"xnor2_1 54%, xor2_1 14%, nor4_1 9.7%",
finish,drive_above_1_share,10.8,%
finish,postLayoutCoreUtil,18.1,%
finish,regArea,0,µm²
run_status,status,"finished, final reports clean",
global_route,grt_max_degree,4,
final_timing,max_slew_margin,69.9,%
detailed_routing,drtIter0Drc,3,
detailed_routing,avgViaCountPerCell,3.13,
detailed_routing,antenna_left,0,
die,die_h,80,µm
die,ios,26,
power,intPower,0.0000486,W
yosys,synth_area,258,µm²
power,p_leak,0.200,nW
yosys,yosys_area,258,µm²
final_timing,fin_ws,37.4,ps
final_timing,rsz0062_at_grt,yes,
placed_design,dp_slack,-230,ps
final_timing,tightest_slew,447,ps
yosys,yosysWarningCount,1,
global_route,grtUsageTotal,3.44,%
final_timing,drv_slew,0,
final_timing,fin_crit_sh,98.8,%
power,power_frac_comb,100.0,%
finish,logic_area,264,µm²
die,die_x,80,µm
yosys,syn_inst,34,
die,fp-utilization,7.55,%
detailed_routing,drcViolationCount,0,
setup_path,worstSetupPathType,in2out,
min_path,hold_class,in2out,
placed_design,io_buffer_count,26,
global_route,grt_antenna_before_repair,0,
final_timing,timing.fmax,338,MHz
power,switching_share,35.8,%
yosys,ys_cells,34,
placed_design,place.gp.congestion,0.799,
finish,syn_to_final_growth,139,%
yosys,top_area_cell,xnor2_1,
detailed_routing,firstDrtPassIters,2,
power,power_density,123,nW/µm²
global_route,grt_first_pass_wirelength,1810,µm
min_path,holdPathStages,4,
final_timing,finalHoldViolCount,0,
final_timing,setup_viol,0,
global_route,gr-total-overflow,0,
yosys,synth_top_area_share,54.4,%
yosys,ys_top_cells_by_count,"16 x xnor2_1, 4 x nor4_1, 4 x xor2_1",
-- critical path: stages --
cell	delay, ps
clkdlybuf4s50_1	450
buf_4	160
xnor2_1	160
nand3_1	90
nor4_1	350
clkdlybuf4s50_1	550
-- metrics by stage --
stage / area, µm² / TNS (ps) / total power (W) / instances
after detailed placement: 613 / -448 / 0.0000753 / 111
after global routing: 617 / -4.82 / 0.0000825 / 111
final: 617 / 0 / 0.0000757 / 111
after floorplan: 258 / 0 / 0.0000269 / 34
after CTS: 611 / 0 / 0.0000755 / 111
after global placement: 613 / -398 / 0.0000754 / 111
-- per-layer routing --
layer  up-vias  GRT usage [%]  wire, µm
li1        185              -         -
met1       145           4.15       500
met2        17           6.34       551
met3         0          0.795       117
met4         0              0         0
met5         -              0         0
-- area by class of cell --
type,instances,share of cell area [%]
multi-input combinational,34,42.8
timing repair buffer,31,47.9
tap,46,9.33
-- placed cells by master (no fill, tap or decap) --
| master | count |
|---|---|
| nor4_2 | 1 |
| buf_4 | 5 |
| xnor2_1 | 16 |
| nor4_1 | 3 |
| clkdlybuf4s50_1 | 24 |
| nand3_1 | 2 |
| nor2_1 | 1 |
| xor2_1 | 4 |
| o21ai_2 | 1 |
| nand2_1 | 2 |
| or4_1 | 2 |
| nand4_1 | 2 |
| dlygate4sd2_1 | 2 |
-- power groups by stage --
| stage | clock, W | combinational [W] | sequential, W |
|---|---|---|---|
| global route | 0 | 0.0000825 | 0 |
| CTS | 0 | 0.0000755 | 0 |
| finish | 0 | 0.0000757 | 0 |
-- worst max path at each step --
stage,to,cells after the start,from
global route,ForwardB[1],6,EX_MEM_Rd[1]
CTS,ForwardB[1],6,EX_MEM_Rd[2]
finish,ForwardA[1],6,EX_MEM_Rd[2]
-- timing repair --
item,in CTS,in global routing
hold buffers,0,0
resized,2,1
setup endpoints to repair,2,2
pin swaps,2,1
-- logic make-up (layout without fill, tap and decap cells) --
group / after synthesis / count (layout) / synth area share [%]
compound gates: 1 / 1 / 3.40
xor+xnor: 20 / 20 / 68.0
buf+inv: 0 / 31 / 0
simple gates: 13 / 13 / 28.6
Power figures rest on the tool's default switching activity, not on a simulated workload.
