## flow/config.mk

```make
export PLATFORM = sky130hd
export DESIGN_NAME = riscv_adder
export DESIGN_NICKNAME = riscv_adder
export VERILOG_FILES = /design/flow/design.v
export SDC_FILE = /design/flow/constraint.sdc
export NUM_CORES = 4
export LEC_CHECK = 1
export CORE_AREA = 10 10 112 112
export DIE_AREA = 0 0 122 122
```

## flow/constraint.sdc

```tcl
current_design riscv_adder

set clk_period 12.8
set clk_io_pct 0.2

create_clock -name clk0 -period $clk_period [get_ports {clk}]

set non_clock_inputs [all_inputs -no_clocks]
set_input_delay [expr $clk_period * $clk_io_pct] -clock clk0 $non_clock_inputs
set_output_delay [expr $clk_period * $clk_io_pct] -clock clk0 [all_outputs]
```

## flow/design.v

```verilog
module riscv_adder #(
    parameter DATA_WIDTH = 32
)(
    input wire clk,
    input wire reset,
    input wire [DATA_WIDTH-1:0] in_a,
    input wire [DATA_WIDTH-1:0] in_b,
    output reg [DATA_WIDTH-1:0] out_y
);
    always @(posedge clk) begin
        if (reset)
            out_y <= {DATA_WIDTH{1'b0}};
        else
            out_y <= in_a + in_b;
    end
endmodule
```

## flow/run.sh

```bash
#!/bin/bash
# OpenROAD 26Q1-2900-gdf79404cd8, Yosys 0.63+post, stock flow scripts
make -C /OpenROAD-flow-scripts/flow DESIGN_CONFIG=/design/flow/config.mk WORK_HOME=/design/flow/orfs finish
```

==> COMMIT_EDITMSG <==
Log flow metrics for this revision

- Result of the run: complete, no violations
- In this run the number of H-tree levels came out at 2.
* Fmax: 202 MHz
- Endpoints failing hold in the final report were tallied at 0.
- WL met1: 4290 um
* Data required, critical path: 12.98 ns
- Number of buffers added by the clock tree synthesis step: 5
* Post-Route Setup TNS: 0 ns
* Largest registers: out_y (32)
- Critical path peak fanout: 4
- Worst setup EP type: register
- Relative contribution of sequential cells to total power: 31.4%
- Total cells reported by yosys after synthesis: 345
* Largest register by flop count: out_y
* Via/cell ratio: 5.04
- In this run the horizontal extent of the chip is 122 um.
- RSZ-0062 raised after global routing: false
- Worst EP arrival: 5.14 ns
- The cell that appears most often on the critical path is sky130_fd_sc_hd__a21oi_1.
* Antenna diode count: 0
- Core area: 10200 um^2
* Mapped Area: 2760 um^2
* Aggregate global-route resource usage: 12.0%
* Resized Gates After CTS: 0
- Share of total power in combinational logic: 41.7%
- The first global-routing pass estimated 14700 um of wire.
* Path type of the worst min-delay path: in2reg
- Top-area cell type share of the netlist area: 23.2%
* Number of placement rows: 37
* CTS clock-pin slew for the worst setup and hold paths: 0.08 ns
* Number of top-level pins: 98
- DRC Markers: 0
* Most common reg cell: sky130_fd_sc_hd__dfxtp_1
- WL met2: 4010 um
- In this run, the number of DRC markers left after iteration 0 of detailed routing was 162.
* Tool Warnings: 25
* Cell types with the largest area share after synthesis: sky130_fd_sc_hd__dfxtp_1 23%, sky130_fd_sc_hd__ha_1 14%, sky130_fd_sc_hd__a21oi_1 7.3%
* CTS Buffer Depth: 2
* CTS root buf: sky130_fd_sc_hd__clkbuf_8
* Final Max Tran Viols: 0
- The pre-antenna-repair detailed-routing pass consisted of 4 iterations.
* Per-instance average area after synthesis: 8.00 um^2
- Between the synthesized netlist and the finished layout, the area growth was recorded as 42.3%.
- Max-cap violation count: 0
* Net load switching power: 0.121 mW
- Number of I/O port buffers: 97
- Leakage power summed over all cells: 1.51 nW
- YS chip area: 2760 um^2
- WL met3: 676 um
* Die Area: 14900 um^2
* Worst-path cell chain: clkdlybuf4s50_1 -> ha_1 -> fa_1 -> a21o_1 -> a221o_2 -> a21oi_1 -> o41ai_1 -> a21oi_1 -> mux2_1
- Number of cells after detailed placement: 561
- The final report gives the core utilization as 38.4%.
* Netlist cell types: 60
- The number of global-route vias before repair is 2901.
- In the synthesized netlist, the cells that appear most often are 40 x sky130_fd_sc_hd__a21oi_1, 32 x sky130_fd_sc_hd__dfxtp_1, 31 x sky130_fd_sc_hd__ha_1.
- After detailed routing, the total wire length is 9080 um.
* CTS Hold Buffers Added: 0
- Looking at the setup timing report, the critical path kind is in2reg.
- Per the detail_route report, routed wire per instance is 16.0 um.
* Synth async-reset ratio: 0%
- Slew @ Worst Pin: 0.754 ns
* Final worst path period need: 4.96 ns
- Post-DRT Antenna Nets: 0
* Fp_density: 27.0%
* Number of enable-type register cells in the synthesized netlist: 0
- The power report shows net switching accounting for 32.1% of the total.
* Final-report setup violation count: 0
- In this run the VDD rail shows a maximum IR drop of 0.0000465 V.
- Clock tree synthesis found a total of 32 sinks.
* Warning count from the yosys run: 1
- Slew headroom: 49.2%
- Entering global routing, the biggest net connects 44 pins.
* Crit path setup slack, layout: 7.84 ns
- Post-route fraction of the period consumed by the critical path: 38.8%
* Largest stage delay, worst path: 0.41 ns
- Fraction of power consumed by the clock network: 26.9%
- Note, the detailed placer reported a final HPWL of 7320 um.
- Number of synthesized register bits: 32
- STA on the placed design reports a worst setup slack of 7.54 ns.
- Crit path to: out_y[28]
- Per the STA report, the cell with the highest stage delay on the worst path is sky130_fd_sc_hd__fa_1.
- Power Internal: 0.255 mW
- The report lists the power per cell area as 95.8 nW/um^2.
- Global routing finished with a remaining overflow of 0.
- The register with the most flip-flops in the layout has 32 of them.
- sky130_fd_sc_hd__dfxtp_1 takes more of the synthesized area than any other cell.
* Timing startpoint of the critical path: in_a[0]
* Kind of start point of the critical path: primary input
- Die H: 122 um
- Looking at the gate-level netlist, the highest instance count belongs to sky130_fd_sc_hd__a21oi_1.
- Number of antenna violations at the first check in global routing: 0
- Portion of the post-synthesis area used by sequential elements: 23.2%
- Across all layers, the routed design uses 2868 vias.
- Per the repair_timing log after CTS, setup buffers inserted total 0.
* Share of layout cells above drive strength 1: 3.93%
- Top routing layer in use: met4
- At the end of routability-driven placement, the weighted congestion stood at 0.859.
* CTS tree: yes
- Leaving out filler cells and counting taps, the final layout contains 569.
- Instance count of the mapped netlist: 345
## worst max-delay path: cells and delay by family
kind                     cells  cell delay (ns)
multiplexers                 1             0.33
AND-OR/OR-AND                5             1.19
buffers and inverters        1             0.40
adder cells (fa/ha/maj)      2             0.65
## power groups by stage
stage / combinational [mW] / sequential (mW) / clock [mW]
after CTS: 0.158 / 0.118 / 0.106
after global routing: 0.175 / 0.120 / 0.110
final: 0.157 / 0.118 / 0.101
## placed cells by master, fill, tap and decap left out, types with 6 or more instances in the layout
master	n
sky130_fd_sc_hd__nand2_1	20
sky130_fd_sc_hd__o21ai_0	19
sky130_fd_sc_hd__a21oi_1	40
sky130_fd_sc_hd__nand3_1	9
sky130_fd_sc_hd__clkdlybuf4s50_1	97
sky130_fd_sc_hd__nor2b_1	8
sky130_fd_sc_hd__nor3_1	18
sky130_fd_sc_hd__xor2_1	9
sky130_fd_sc_hd__o21a_1	6
sky130_fd_sc_hd__nor2_1	30
sky130_fd_sc_hd__xnor2_1	10
sky130_fd_sc_hd__dfxtp_1	32
sky130_fd_sc_hd__nand4_1	8
sky130_fd_sc_hd__ha_1	31
sky130_fd_sc_hd__o211ai_1	7
sky130_fd_sc_hd__a21o_1	9
## cells by family after synthesis
| family | Yosys count | synth area share (%) |
|---|---|---|
| AND-OR/OR-AND | 116 | 27.7 |
| flip-flops | 32 | 23.2 |
| AND/OR/NAND/NOR | 121 | 23.2 |
| multiplexers | 3 | 1.18 |
| XOR/XNOR | 19 | 6.03 |
| adder cells (fa/ha/maj) | 32 | 14.8 |
| buffers and inverters | 22 | 3.90 |
## cell type report
class,instances,area [um^2]
repair buffers,98,978
clock buffers,5,68.8
inverters,4,15.0
flip-flops and latches,32,641
clock inverters,3,42.5
multi-input cells,291,2010
fillers,1029,6300
well taps,136,170
## routing by layer
layer | vias up | GRT usage [%]
li1 | 1462 | -
met1 | 1300 | 16.9
met2 | 95 | 19.3
met3 | 11 | 2.49
met4 | 0 | 1.27
met5 | - | 0
## worst min-delay path by stage
stage / cells past startpoint / start / to
4_1_cts: 3 / in_b[0] / out_y[0]
5_1_grt: 3 / in_b[0] / out_y[0]
6_report: 3 / in_b[0] / out_y[0]
## per-stage QoR
step,hold slack (ns),power (mW),instance area (um^2)
floorplan,2.78,0.205,2760
CTS,2.99,0.382,3930
global placement,3.24,0.277,3820
global route,3.00,0.405,3930
detailed placement,3.23,0.277,3820
finish,2.99,0.376,3930
Power figures rest on the tool's default switching activity, not on a simulated workload.
